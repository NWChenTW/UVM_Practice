<file path="config.mk">
export PLATFORM = sky130hd
export DESIGN_NAME = det_1011
export DESIGN_NICKNAME = det_1011
export VERILOG_FILES = /design/flow/design.v
export SDC_FILE = /design/flow/constraint.sdc
export NUM_CORES = 4
export LEC_CHECK = 1
export CORE_AREA = 10 10 70 70
export DIE_AREA = 0 0 80 80
</file>
<file path="constraint.sdc">
current_design det_1011

set clk_period 1.3
set clk_io_pct 0.2

create_clock -name clk0 -period $clk_period [get_ports {clk}]

set non_clock_inputs [all_inputs -no_clocks]
set_input_delay [expr $clk_period * $clk_io_pct] -clock clk0 $non_clock_inputs
set_output_delay [expr $clk_period * $clk_io_pct] -clock clk0 [all_outputs]
</file>
<file path="design.v">
module det_1011 (input clk, input rstn, input in, output out);
    parameter   IDLE = 0, 
                S1  = 1,
                S10 = 2,
                S101 = 3,
                S1011 = 4;
    reg [2:0] cur_state, next_state;
    assign out = cur_state == S1011 ? 1 : 0;
    always @ (posedge clk) begin
        if (!rstn)
            cur_state <= IDLE;
        else
            cur_state <= next_state;
    end
    always @ (cur_state or in) begin
        case (cur_state)
            IDLE: begin
                if (in) next_state = S1;
                else next_state = IDLE;
            end
            S1: begin
                if (in) next_state = IDLE;
                else next_state = S10;
            end
            S10: begin
                if (in) next_state = S101;
                else next_state = IDLE;
            end
            S101: begin
                if (in) next_state = S1011;
                else next_state = IDLE;
            end
            S1011:begin
                next_state = IDLE;
            end
        endcase
    end
endmodule
</file>
<file path="run.sh">
#!/bin/bash
# OpenROAD 26Q1-2900-gdf79404cd8, Yosys 0.63+post, stock flow scripts
make -C /OpenROAD-flow-scripts/flow DESIGN_CONFIG=/design/flow/config.mk WORK_HOME=/design/flow/orfs finish
</file>
==> ci_impl_report.md <==
## PnR job results

| Metric | Value |
|---|---|
| Number of global-route vias before repair | 147 |
| Total gr overflow | 0 |
| Static leakage | 0.133 nW |
| Switching share of power | 0.206 |
| Clock buffer depth | 2 |
| Synth top cells by count | 3 x and2_1, 3 x dfxtp_1, 3 x dlxtn_1 |
| Die Wd | 80 µm |
| Input/output buffers | 3 |
| Post-synth top area cell | dfxtp_1 |
| Top-area cell share | 0.333 |
| Worst Max-Slew Pin Slew | 174 ps |
| FP Rows | 21 |
| CP endpoint kind | output port |
| Hold path endpoint | cur_state[2] |
| # fillers | 401 |
| Worst endpoint required time | 1040 ps |
| Asr flop ratio synth | 0 |
| Io pins | 4 |
| Max cap viols | 0 |
| Final hold slack | 663 ps |
| # Cells Yosys | 17 |
| DRT Wirelength | 452 µm |
| HP Class | in2reg |
| Clk pwr share | 0.605 |
| Hold-critical path depth | 2 |
| Sequential power share | 0.346 |
| CTS tree | built |
| Init Core Util | 0.0527 |
| Tool warnings | 25 |
| Max-slew headroom | 0.884 |
| DRC | 0 |
| CTS Buf Count | 3 |
| Detail Route Antenna Nets | 0 |
| Endpoints left unconstrained | 3 |
| Share of cells above drive strength 1 | 0.357 |
| Routed WL per cell | 6.11 µm |
| Initial DRC count | 0 |
| CP Max Fanout | 2 |
| Number of enable flip-flop cells | 0 |
| Syn Std Cell Area | 180 µm² |
| CTS HTree Levels | 1 |
| Yosys warnings | 1 |
| Netlist cell types | 10 |
| Period minus WS final | 1250 ps |
| Final Hold Fails | 0 |
| Clk slew on worst S/H paths | 40 ps |
| Count of final setup violators | 0 |
| PwrDens | 815 nW/µm² |
| Slew Viols, Final | 0 |
| Power Total | 0.274 mW |
| Startpoint types | flop |
| Psw | 0.0564 mW |
| Register pins left without a clock | 3 |
| Synthesis-to-layout area growth | 86.8% |
| Maximum VDD drop | 0.000149 V |
| Top cells by area | dfxtp_1 33%, dlxtn_1 25%, and2_1 10% |
| Core box area | 3420 µm² |
| Kind of critical path | reg2out |
| FMAX | 802 MHz |
| Yosys stat area | 180 µm² |
| Die Height | 80 µm |
| Antenna fix cells | 0 |
| TritonRoute pass-1 iters | 1 |
| RSZ-0062 raised after global routing | false |
| Gate power share | 0.049 |
| Via density | 2.09 |
| DIE AREA | 6400 µm² |
| Min-delay src | rstn |
| Top_reg_cell synth | dlxtn_1 |
| RD Place Congestion | 0.625 |
| Root Driver | clkbuf_4 |
| Largest net degree at the start of global routing | 5 |
| Synthesized area per cell | 10.6 µm² |
| Crit path DAT | 990 ps |
| Status | finished clean |
| Synth Instances | 17 |
| Antenna violations before repair | 0 |
| Synth flops | 6 |
| First-pass GRT wire length | 669 µm |
| Final Cycle Share | 0.959 |
| Vias | 155 |
| GRT Overall Usage | 0.0134 |
| Pint | 0.218 mW |
placed cells by master, fill, tap and decap left out:
cell type,n
nor3b_1,1
nand3b_1,1
dlygate4sd2_1,1
buf_4,4
dfxtp_1,1
and3_1,1
clkbuf_1,1
dfxtp_2,2
nor3b_4,1
clkbuf_4,3
dlxtn_1,3
or3b_1,1
a21oi_1,1
and2_1,3
o21a_1,1
nor2b_1,1
clkdlybuf4s50_1,2
cell type report:
class / instances / area, µm² / share of cell area
Multi-Input combinational cell: 11 / 86.3 / 0.257
Clock buffer: 4 / 26.3 / 0.0781
Timing Repair Buffer: 7 / 58.8 / 0.175
Tap cell: 46 / 57.6 / 0.171
Sequential cell: 6 / 108 / 0.320
registers in the layout (all words and copies together), names as in the netlist:
name / count
next_state: 3
cur_state: 3
critical path: stages (launching register included):
cell           delay [ps]
dfxtp_2               330
nor3b_4               200
dlygate4sd2_1         230
logic make-up (layout without fill, tap and decap cells):
| group | Yosys count | count (layout) | share of synthesized area |
|---|---|---|---|
| DFF | 3 | 3 | 0.333 |
| buffers and inverters | 0 | 11 | 0 |
| and+or+nand+nor | 9 | 9 | 0.347 |
| latches | 3 | 3 | 0.250 |
| AOI/OAI and AO/OA | 2 | 2 | 0.0694 |
per-layer routing:
metal / global-route usage / part of all wire
met2: 0.0144 / 0.39
met4: 0.00528 / 0
met5: 0 / 0
met3: 0.0102 / 0.10
met1: 0.0187 / 0.50
power by group through the flow:
stage | Combinational (mW) | Sequential [mW] | Clock [mW]
5_1_grt | 0.0148 | 0.0950 | 0.177
6_report | 0.0135 | 0.0950 | 0.166
4_1_cts | 0.0135 | 0.0949 | 0.176
timing repair:
| action | CTS | global route |
|---|---|---|
| pin swaps | 1 | 1 |
| setup buffers | 1 | 0 |
| hold buffers | 0 | 0 |
| endpoints found under the setup margin | 1 | 1 |
| gates resized | 4 | 1 |
worst max path at each step:
stage | from | endpoint | cells after the start
after CTS | cur_state[0] | out | 2
after global routing | cur_state[0] | out | 2
final | cur_state[1] | out | 2
stage by stage:
stage	util	setup slack [ps]	setup TNS (ps)	instance area, µm²	instances
detailed placement	0.0850	-118	-118	290	69
CTS	0.0982	13.2	0	335	74
global placement	0.0850	-109	-109	290	69
finish	0.0985	53.3	0	337	74
global route	0.0985	5.87	0	337	74
floorplan	-	540	0	180	17
Power and IR drop assume default switching activity.
